--- design.v ---
`timescale 1ns / 1ps
module ALU(
    input logic [31:0] SRC_A,
    input logic [31:0] SRC_B,
    input logic [3:0] ALU_FUN,
    output logic [31:0] RESULT
    );
    always_comb begin
    case(ALU_FUN)
    4'b0000: begin RESULT = SRC_A + SRC_B; end  
    4'b1000: begin RESULT = SRC_A - SRC_B; end  
    4'b0110: begin RESULT = SRC_A | SRC_B; end  
    4'b0111: begin RESULT = SRC_A & SRC_B; end  
    4'b0100: begin RESULT = SRC_A ^ SRC_B; end  
    4'b0101: begin RESULT = SRC_A >> SRC_B[4:0]; end  
    4'b0001: begin RESULT = SRC_A << SRC_B[4:0]; end  
    4'b1101: begin RESULT = $signed(SRC_A) >>> SRC_B[4:0]; end  
    4'b0010: begin RESULT = $signed(SRC_A) < $signed(SRC_B); end  
    4'b0011: begin RESULT = SRC_A < SRC_B; end  
    4'b1001: begin RESULT = SRC_A; end  
    default: begin RESULT = 32'd0; end
    endcase
    end
endmodule
--- run.sh ---
#!/bin/bash
# OpenROAD 26Q1-2900-gdf79404cd8, Yosys 0.63+post, stock flow scripts
make -C /OpenROAD-flow-scripts/flow DESIGN_CONFIG=/design/flow/config.mk WORK_HOME=/design/flow/orfs finish
--- config.mk ---
export PLATFORM = sky130hd
export DESIGN_NAME = ALU
export DESIGN_NICKNAME = ALU
export VERILOG_FILES = /design/flow/design.v
export SDC_FILE = /design/flow/constraint.sdc
export NUM_CORES = 4
export LEC_CHECK = 1
export CORE_UTILIZATION = 50
--- constraint.sdc ---
current_design ALU

set clk_period 23.9
set clk_io_pct 0.2

create_clock -name clk0 -period $clk_period

set non_clock_inputs [all_inputs -no_clocks]
set_input_delay [expr $clk_period * $clk_io_pct] -clock clk0 $non_clock_inputs
set_output_delay [expr $clk_period * $clk_io_pct] -clock clk0 [all_outputs]
==> impl_metrics.env <==
# yosys + openroad results
export IMPL_path_depth=14
export IMPL_syn_inst=1308
export IMPL_grt_pass1_wl_um=58700
export IMPL_use_met3=0.125
export IMPL_gp_congestion=1.04
export IMPL_grt_start_max_net_pins=68
export IMPL_met2_usage=0.623
export IMPL_fin_util=0.562
export IMPL_end_kind="primary output"
export IMPL_lay_top_count="nand2_1"
export IMPL_placed_cells=1548
export IMPL_wl_per_cell_um=25.1
export IMPL_fmax_ghz=0.0698
export IMPL_internal_power_mw=0.0925
export IMPL_grt_use_met1=0.625
export IMPL_mi_logic_area_um2=7900
export IMPL_ys_seq_share=0
export IMPL_fillCellCount=1682
export IMPL_cp_start_kind="input pin"
export IMPL_syn2layout_area_growth_pct=10.2
export IMPL_grt_use_total=0.436
export IMPL_drt_pass1_iterations=8
export IMPL_coreArea_um2=17200
export IMPL_max_cap_violations=0
export IMPL_cts_hold_repair_buffers=0
export IMPL_nClkBuffers=0
export IMPL_holdWs_ns=10.73
export IMPL_hpwl_um=29100
export IMPL_synth_area_um2=8780
export IMPL_postCtsSetupBuffers=0
export IMPL_die_x_um=135
export IMPL_die_h_um=135
export IMPL_routed_wirelength_um=39000
export IMPL_yosys_stat_chipArea_um2=8780
export IMPL_fin_crit_ns=14.32
export IMPL_seq_cell_count=0
export IMPL_tightest_slew_ns=0.882
export IMPL_status="complete, no violations"
export IMPL_total_power_mw=0.232
export IMPL_overflow=0
export IMPL_worstPathMaxFanout=57
export IMPL_relSlewSlack=0.406
export IMPL_die_area_um2=18100
export IMPL_hold_violations=0
export IMPL_swShare=0.602
export IMPL_antenna_found_initial=3
export IMPL_cp_top_family="buffers and inverters"
export IMPL_path_class="input pin to primary output"
export IMPL_crit_start="SRC_B[4]"
export IMPL_grt_pass1_vias=9712
export IMPL_viasPerCell=7.04
export IMPL_cts_resized=0
export IMPL_yosysCellCount=1308
export IMPL_layout_area_seq_um2=0
export IMPL_top_usage_layer="met1"
export IMPL_path_cells="buf_2 > buf_4 > clkinv_1 > ha_1 > and3_1 > o2bb2ai_1 > o31ai_1 > o21bai_1 > a221oi_1 > nor2_1 > nor2_1 > a22oi_1 > or4_1 > clkdlybuf4s50_1"
export IMPL_rows=48
export IMPL_post_route_drc_count=0
export IMPL_switching_power_mw=0.140
export IMPL_holdCritPathClass="input pin to primary output"
export IMPL_stdcell_count=1551
export IMPL_slew_violations=0
export IMPL_warnings=100
export IMPL_worstPathArrival_ns=9.54
export IMPL_vias=10900
export IMPL_slowest_stage="clkinv_1"
export IMPL_io_pins=100
export IMPL_vdd_drop_max_v=0.0000184
export IMPL_critPathBufInv=4
export IMPL_setup_viol=0
export IMPL_p_per_area_nw_per_um2=24.0
export IMPL_syn_avg_cell_area_um2=6.71
export IMPL_drive_gt1_frac=0.0748
export IMPL_yosysWarnings=1
export IMPL_antenna_left=0
export IMPL_crit_required_ns=19.12
export IMPL_p_leak_nw=4.03
export IMPL_synth_cell_types=88
export IMPL_first_iter_violations=1364
export IMPL_io_buffers=100
export IMPL_cp_endpoint="RESULT[16]"
export IMPL_core_util_floorplan=0.510
export IMPL_tns_ns=0
export IMPL_period_used=0.599
export IMPL_rsz0062_at_grt="false"
export IMPL_layout_top_cells="131 x nand2_1, 127 x a21oi_1, 125 x nor2_1, 104 x o21ai_0, 99 x ha_1"
export IMPL_critPathMostFrequentCell="nor2_1"
export IMPL_slowest_delay_ns=0.76
[metal layers]
| metal | routed length (µm) | share of wire |
|---|---|---|
| met4 | 1690 | 0.043 |
| met1 | 15500 | 0.40 |
| met5 | 13 | 0.00033 |
| met3 | 5670 | 0.15 |
| met2 | 16100 | 0.41 |
[per-stage QoR]
stage | setup slack (ns) | area [µm²]
after floorplan | 10.97 | 8780
after global placement | 9.81 | 9670
after detailed placement | 9.74 | 9670
after CTS | 9.72 | 9670
after global routing | 9.33 | 9680
final | 9.58 | 9680
[Yosys cell counts, drive strengths merged (4+ instances only)]
| master | instances | area [µm²] |
|---|---|---|
| nand4 | 8 | 50.1 |
| a21oi | 128 | 644 |
| o311ai | 4 | 35.0 |
| ha | 99 | 1240 |
| mux2i | 51 | 510 |
| and2 | 12 | 75.1 |
| a211o | 8 | 70.1 |
| o2111ai | 5 | 43.8 |
| inv | 93 | 357 |
| o211ai | 28 | 215 |
| nand2 | 131 | 492 |
| a21o | 22 | 166 |
| buf | 49 | 322 |
| a22oi | 12 | 90.1 |
| nor3 | 33 | 170 |
| o21ai | 106 | 538 |
| o21bai | 11 | 82.6 |
| a2111oi | 6 | 58.8 |
| or4 | 5 | 37.5 |
| o31ai | 10 | 93.8 |
| a222oi | 9 | 90.1 |
| a221oi | 27 | 236 |
| nor2b | 16 | 103 |
| nand2b | 14 | 87.6 |
| o41ai | 4 | 42.6 |
| a211oi | 24 | 185 |
| a221o | 15 | 150 |
| nor2 | 126 | 473 |
| nor4 | 10 | 62.6 |
| mux2 | 14 | 161 |
| o2bb2ai | 5 | 43.8 |
| o22ai | 29 | 181 |
| o21a | 8 | 67.6 |
| a31oi | 15 | 93.8 |
| clkbuf | 56 | 211 |
| nand3 | 20 | 100 |
| or2 | 7 | 43.8 |
| o221ai | 7 | 61.3 |
| mux4 | 28 | 631 |
| and3 | 9 | 56.3 |
[how the worst min path moves through the flow]
stage / start / end / slack [ns] / cells after the start
4_1_cts: SRC_B[4] / RESULT[8] / 10.73 / 5
5_1_grt: SRC_B[4] / RESULT[1] / 10.78 / 5
6_report: SRC_B[11] / RESULT[11] / 10.73 / 5
[logic make-up (layout without fill, tap and decap cells)]
| group | count (synthesis) | in the layout | share of synthesized area |
|---|---|---|---|
| simple gates | 403 | 403 | 0.210 |
| compound gates | 510 | 510 | 0.392 |
| buf+inv | 199 | 214 | 0.102 |
| fa+ha+maj | 101 | 101 | 0.146 |
| xor+xnor | 2 | 2 | 0.00199 |
| mux | 93 | 93 | 0.148 |
| other cells | 0 | 3 | 0 |
[power by group through the flow]
stage / Sequential (mW) / Combinational (mW) / Clock [mW]
after CTS: 0 / 0.225 / 0
after global routing: 0 / 0.249 / 0.00000000560
[area by class of cell]
type                       count  share of cell area
tap                          225              0.0291
multi-input combinational   1109               0.816
inverter                      94              0.0372
antenna                        3            0.000775
timing repair buffer         120               0.117
[tightest hold or removal path, cell delays in order]
cell             delay, ns
clkdlybuf4s50_1       0.42
inv_1                 0.08
ha_1                  0.14
o2111ai_1             0.11
clkdlybuf4s50_1       0.42
